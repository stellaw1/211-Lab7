==> flow/design.v <==
module Mux3(a2, a1, a0, s, b);
  parameter k = 1;
  input [k-1:0] a2, a1, a0;  
  input [2:0] s;  
  output [k-1:0] b;
  wire [k-1:0] b = ({k{s[0]}} & a0) |
		     ({k{s[1]}} & a1) |
		     ({k{s[2]}} & a2);
endmodule
module Mux_k_4_binary(a3, a2, a1, a0, sb, b);
  parameter k = 1 ;
  input [k-1:0] a3, a2, a1, a0;  
  input [1:0] sb;  
  output [k-1:0] b;
  wire [3:0] s;
  Dec #(2,4) de(sb, s);  
  Mux4 #(k) m(a3, a2, a1, a0, s, b); 
endmodule
module Mux4(a3, a2, a1, a0, s, b);
  parameter k = 1;
  input [k-1:0] a3, a2, a1, a0;  
  input [3:0] s;  
  output [k-1:0] b;
  wire [k-1:0] b =   ({k{s[0]}} & a0) |
		     ({k{s[1]}} & a1) |
		     ({k{s[2]}} & a2) |
		     ({k{s[3]}} & a3) ;
endmodule
module vDFFE(clk, en, in, out) ;
  parameter n = 1; 
  input clk, en ;
  input  [n-1:0] in ;
  output [n-1:0] out ;
  reg    [n-1:0] out ;
  wire   [n-1:0] next_out ;
  assign next_out = en ? in : out;
  always @(posedge clk)
    out = next_out;  
endmodule
module Dec(a, b) ;
  parameter n=2 ;
  parameter m=4 ;
  input  [n-1:0] a ;
  output [m-1:0] b ;
  wire [m-1:0] b = 1 << a ;
endmodule
module EqComp(a, b, eq) ;
  parameter k=8;
  input  [k-1:0] a,b;
  output eq;
  wire   eq;
  assign eq = (a==b) ;
endmodule
module ALU(Ain, Bin, ALUop, out, status);
    input [15:0] Ain, Bin;
    input [1:0] ALUop;
    output [15:0] out;
    output [2:0] status;  
    reg [15:0] out;
    reg [2:0] status;
    always @(*) begin
        case (ALUop)
            2'b00: out = Ain + Bin;
            2'b01: out = Ain - Bin;
            2'b10: out = Ain & Bin;
            2'b11: out = ~Bin;
            default: out = 16'bxxxx_xxxx_xxxx_xxxx;
        endcase
        if (out == 0)
            status[0] <= 1;
        else
            status[0] <= 0;
        if (out[15] == 1)
            status[1] <= 1;
        else
            status[1] <= 0;
        if ((Ain[15] ^ Bin[15]) & (Ain[15] ^ out[15]) )
            status[2] <= 1;
        else
            status[2] <= 0;
    end
endmodule
module datapath(mdata, sximm8, sximm5, vsel, writenum, write, readnum, clk, loada, loadb, loadc, loads, shift, asel, bsel, ALUop, V, N, Z, datapath_out);
    input [15:0] mdata;  
    input [15:0] sximm8;  
    input [15:0] sximm5;
    input write, clk, loada, loadb, loadc, loads, asel, bsel;
    input [3:0] vsel;
    input [2:0] writenum, readnum;
    input [1:0] shift, ALUop;
    output V, N, Z;
    output [15:0] datapath_out;
    wire[15:0] data_in, data_out, fromAtoMux6, fromBtoShifter, sout, Ain, Bin, out;
    wire[7:0] PC;
    wire [2:0] status;
    assign PC = 8'b0;
    Mux4 #(16) mux1(mdata, sximm8, {8'b0, PC}, datapath_out, vsel, data_in);
    regfile REGFILE(data_in, writenum, write, readnum, clk, data_out);
    vDFFE #(16) pipeA(clk, loada, data_out, fromAtoMux6); 
    vDFFE #(16) pipeB(clk, loadb, data_out, fromBtoShifter); 
    shifter shifter8(fromBtoShifter, shift, sout);  
    assign Ain = asel ? 16'b0 : fromAtoMux6;
    assign Bin = bsel ? sximm5 : sout;
    ALU alu2(Ain, Bin, ALUop, out, status);  
    vDFFE #(16) pipeC(clk, loadc, out, datapath_out);
    vDFFE #(3) status10(clk, loads, status, {V, N, Z});
endmodule
module regfile(data_in, writenum, write, readnum, clk, data_out);
    input [15:0] data_in;
    input [2:0] writenum, readnum;
    input write, clk;
    output [15:0] data_out;
    wire [7:0] writeNumOneHot;
    Dec #(3, 8) writeNum(writenum, writeNumOneHot);
    wire [15:0] R0; 
    wire [15:0] R1;
    wire [15:0] R2;
    wire [15:0] R3;
    wire [15:0] R4;
    wire [15:0] R5;
    wire [15:0] R6;
    wire [15:0] R7;
    vDFFE #(16) Reg0(clk, writeNumOneHot[0] & write, data_in, R0); 
    vDFFE #(16) Reg1(clk, writeNumOneHot[1] & write, data_in, R1); 
    vDFFE #(16) Reg2(clk, writeNumOneHot[2] & write, data_in, R2); 
    vDFFE #(16) Reg3(clk, writeNumOneHot[3] & write, data_in, R3); 
    vDFFE #(16) Reg4(clk, writeNumOneHot[4] & write, data_in, R4); 
    vDFFE #(16) Reg5(clk, writeNumOneHot[5] & write, data_in, R5); 
    vDFFE #(16) Reg6(clk, writeNumOneHot[6] & write, data_in, R6); 
    vDFFE #(16) Reg7(clk, writeNumOneHot[7] & write, data_in, R7); 
    enableRead readRegister(readnum, R0, R1, R2, R3, R4, R5, R6, R7, data_out);
endmodule
module enableRead(readnum, R0, R1, R2, R3, R4, R5, R6, R7, data_out);
    input [2:0] readnum;
    input [15:0] R0, R1, R2, R3, R4, R5, R6, R7;
    output [15:0] data_out;
    reg [15:0] data_out; 
    wire [7:0] readOneHot;
    Dec #(3, 8) readNum(readnum, readOneHot);
    always @(*) begin  
        case (readOneHot)
            8'b00000001: data_out = R0;
            8'b00000010: data_out = R1;
            8'b00000100: data_out = R2;
            8'b00001000: data_out = R3;
            8'b00010000: data_out = R4;
            8'b00100000: data_out = R5;
            8'b01000000: data_out = R6;
            8'b10000000: data_out = R7;
            default: data_out = 16'bxxxxxxxxxxxxxxxx;
        endcase
    end
endmodule
module shifter(in, shift, sout);
    input [15:0] in;
    input [1:0] shift;
    output [15:0] sout;
    reg [15:0] shiftee;
    assign sout = shiftee;
    always @(*) begin
        case(shift)
            2'b0: shiftee = in; 
            2'b01: shiftee = in << 1;
            2'b10: shiftee = in >> 1;
            2'b11: 
                shiftee = $signed (in)>>>1;
            default: shiftee = 16'bxxxxxxxxxxxxxxxx;
        endcase
    end
endmodule
==> flow/run.sh <==
#!/bin/bash
# OpenROAD 26Q1-2900-gdf79404cd8, Yosys 0.63+post, stock flow scripts
make -C /OpenROAD-flow-scripts/flow DESIGN_CONFIG=/design/flow/config.mk WORK_HOME=/design/flow/orfs finish
==> flow/config.mk <==
export PLATFORM = sky130hd
export DESIGN_NAME = datapath
export DESIGN_NICKNAME = datapath
export VERILOG_FILES = /design/flow/design.v
export SDC_FILE = /design/flow/constraint.sdc
export NUM_CORES = 4
export LEC_CHECK = 1
export CORE_UTILIZATION = 40
==> flow/constraint.sdc <==
current_design datapath

set clk_period 12.1
set clk_io_pct 0.2

create_clock -name clk0 -period $clk_period [get_ports {clk}]

set non_clock_inputs [all_inputs -no_clocks]
set_input_delay [expr $clk_period * $clk_io_pct] -clock clk0 $non_clock_inputs
set_output_delay [expr $clk_period * $clk_io_pct] -clock clk0 [all_outputs]
==> run summary <==
The synthesis and place-and-route flow finished, so here is a summary.

The registers of the reported paths see a clock transition of around 0.070 ns. The overall routed net length came out at around 22000 um. Setup repair after global routing left no endpoint under its margin. The clock tree from TritonCTS is yes. Counting every instance in the synthesized netlist gives between 700 and 800. The worst setup path is launched from an input port. The overall track demand over capacity in global routing came out at between 20 and 25%. The fraction of synthesis flops using an asynchronous set or reset pin is 0%. Synthesis instantiated between 60 and 70 different standard cells from the library. The largest driver fanout on the critical path came out at 12. The diode insertion count for antenna repair came out at 0.

After floorplanning, the die was sized to cover between 20000 and 25000 um2. The routed layout reports a DRC error count of 0. The final count of hold timing violations came out at 0.

The floorplan core density came out at between 40 and 50%. Measured against the total synthesized area, the mux share comes to 6.91%. The global route total overflow is 0. The number of buffers and inverters on the critical path is 1. The total clock buffers created by CTS is 17. The number of enable-type register cells in the synthesized netlist came out at ~180. The number of antenna violations at the first check in global routing is 0. The wire length of the first global-routing pass is ~34000 um. The count of TritonRoute iterations in the first routing pass came out at 31. Per the STA report, the cell with the highest stage delay on the worst path is a222oi_1. Data on the critical path arrives at its endpoint at between 7 and 8 ns. The portion of the post-synthesis area used by sequential elements is approximately three fifths. The flip-flop cell with the highest count after synthesis is edfxtp_1. The timing-limited maximum frequency came out at around 140 MHz. The final timing report lists clock skew as around 0.011 ns. The number of nets with antenna violations after detailed routing is 0. Per STA, the worst path accumulates the most delay in the family AND-OR/OR-AND gates. Across the run, the number of max-cap violations was 0. The via count of the first global-routing pass is between 5000 and 6000. The cts-stage hold buffer count came out at 0. After synthesis, the mean cell area works out to between 10 and 15 um2. The number of instances in the placed design is 1068.

The congestion estimate from routability-driven global placement came to 0.907. The largest net degree at the start of global routing is about 43. The final max-slew violation count is 0. Post-CTS repair ended up resizing 0 cells. The synthesized design spends more area on one cell type than any other, namely edfxtp_1. The sum of negative setup slack came out at 0 ns. The actual slew at the worst max-slew pin came out at between 0.9 and 1 ns.

For reference, the critical path cell chain is clkdlybuf4s50_1 > nor2_2 > a222oi_1 > nor4_1 > a21oi_1 > xnor2_1 > ha_1 > a211oi_1 > nand2_1 > or3_1 > a21o_1 > a311oi_1 > xnor3_1 > mux2i_4 > mux2i_1. The total core area came out at 22000 um2. The total cells reported by yosys after synthesis came out at 721.

Measured along the y axis, the die boundary spans around 150 um. OpenROAD reports that the post-layout worst path occupies around 57% of the period. The number of rows created at floorplan is between 50 and 60. The number of warnings reported in the stage logs is 27. In this run the tightest slew margin relative to its limit is a little over a third.

In this run the tool buffered the top-level ports with 87 buffer cells. The standard cell area after detailed placement came out at 10200 um2. The clock tree root driver cell is clkbuf_16. The critical path endpoint has a required time of between 10 and 15 ns. The flow ran to the end, and the final reports show no timing, DRC or antenna violations. After synthesis, the chip area reported by Yosys is between 8000 and 9000 um2. The worst setup path is captured at a flop.

The violation count after the first detailed-route iteration is around 570. After Yosys synthesis, full adders, half adders and majority gates account for under 10% of the synthesized area. Of the cells placed in the final design, the portion with a size suffix greater than 1 is a little under a tenth. The number of clock sinks is 179. The worst reg-to-reg setup slack is 7.66 ns. The maximum VDD drop is between 0.0001 and 0.00015 V. The number of synthesized register bits is ~180.

Ranked by total cell area, the synthesized netlist is headed by edfxtp_1 (60%), mux2i_1 (3.8%), a222oi_1 (2.8%), nor2_1 (2.6%), ha_1 (2.5%). The largest incremental delay on the critical path came out at 0.84 ns. The area of the mapped netlist is between 8000 and 9000 um2. In the synthesized netlist, the dominant kind of combinational cell is AND-OR/OR-AND gates. The worst-case reg-to-reg path depth came out at 15. The clock insertion delay at the later pin of the skew report is between 0.4 and 0.5 ns. Per the synthesis report, the single largest cell type by area occupies about three fifths of cell area. The setup path with the least slack is of type input port to flop. The H-tree depth is 4.

According to the hold report, the worst path is of the flop to flop type. After Yosys synthesis, and, or, nand and nor cells account for between 10% and 20% of the synthesized area. The number of non-filler instances in the completed layout came out at 1100. The last element of the critical path is status10.out[2]$_DFFE_PP_. The count of pins on the block boundary is 89. The post-CTS setup-driven buffer insertion count came out at 0. Counting the warning lines in the Yosys log gives 5. The power per unit of standard cell area came out at 146 nW/um2.

Looking at the clock tree report, the maximum root-to-sink buffer count equals 2. The time the final worst path needs with I/O delays and setup came out at between 6 and 7 ns. The endpoint identified for the worst register-to-register timing path is status10.out[2]$_DFFE_PP_. The xor and xnor fraction of the mapped netlist area came out at about 2.6%. Per the detail_route report, routed wire per instance is ~20 um. Looking at the reg2reg group, the worst path starts from pipeB.out[0]$_DFFE_PP_.

The final design instance area without fill is 10800 um2. Tracing the worst setup path back leads to its startpoint at shift[1]. The area growth from synthesis to layout is 20.2%. The vias after detailed routing came out at around 6100.

The number of endpoints failing setup at the final stage came out at 0. The routed via count divided by cell count is around 5.6. The path length in cells of the critical path came out at 15. The leakage power is a little under 4 nW. The AND-OR/OR-AND share of the synthesized area came out at between 10 and 15%.

The horizontal die dimension reported for this design is 152 um. The half-perimeter wire length after detailed placement came out at approximately 15000 um.
## per-stage QoR
step	setup WS (ns)	util (%)	total power [mW]	hold slack (ns)
after floorplan	5.91	-	0.920	0.546
after global placement	4.84	46.4	1.02	0.622
after detailed placement	4.84	46.4	1.03	0.633
after CTS	5.21	49.2	1.59	0.646
after global routing	4.76	49.2	1.65	0.666
final	5.17	49.2	1.58	0.630
## cell usage after synthesis, types with 13 or more instances
library cell	instances
nand2_1	38
o21ai_0	29
a222oi_1	25
nor2b_1	32
inv_1	56
edfxtp_1	179
ha_1	18
a21oi_1	34
nor2_1	63
clkbuf_1	26
mux2i_1	34
xnor2_1	13
## layout make-up
type	instances	area (um2)
Sequential cell	179	5380
Fill cell	1824	11100
Timing Repair Buffer	105	1010
Clock inverter	15	209
Multi-Input combinational cell	446	3230
Clock buffer	17	425
Tap cell	280	350
Inverter	58	218
## worst register-to-register path, cell delays in order, from the launching register on
cell and delay [ns]:
edfxtp_1 0.34, or3b_1 0.37, a21oi_1 0.47, inv_1 0.10, ha_1 0.28, a21oi_1 0.18
xnor2_1 0.09, ha_1 0.36, a211oi_1 0.34, nand2_1 0.07, or3_1 0.39, a21o_1 0.21
a311oi_1 0.26, xnor3_1 0.30, mux2i_4 0.24, mux2i_1 0.27
## routing by layer
| layer | GRT usage [%] | vias to the layer above | part of all wire, % |
|---|---|---|---|
| li1 | - | 2912 | - |
| met5 | 0 | - | 0 |
| met4 | 1.80 | 0 | 0.84 |
| met3 | 9.53 | 14 | 11 |
| met1 | 28.5 | 2938 | 40 |
| met2 | 32.4 | 249 | 49 |
## worst min path at each step
| stage | start | endpoint | slack (ns) | cells past startpoint |
|---|---|---|---|---|
| 4_1_cts | REGFILE.Reg0.out[1]$_DFFE_PP_ | pipeB.out[1]$_DFFE_PP_ | 0.65 | 1 |
| 5_1_grt | REGFILE.Reg0.out[1]$_DFFE_PP_ | pipeB.out[1]$_DFFE_PP_ | 0.67 | 1 |
| 6_report | REGFILE.Reg0.out[1]$_DFFE_PP_ | pipeB.out[1]$_DFFE_PP_ | 0.63 | 1 |
## cells by family (layout without fill, tap and decap cells)
kind of cell / count (synthesis) / after routing
and+or+nand+nor: 183 / 183
DFF: 179 / 179
AOI/OAI and AO/OA: 167 / 167
buffers and inverters: 96 / 195
muxes: 52 / 52
xor gates and xnor gates: 25 / 25
adders and majority gates: 19 / 19
## layout by cell type (no fill, tap or decap), drive strengths merged, types with 9 or more instances in the layout
cell type	count
mux2	11
a222oi	25
clkbuf	17
buf	18
mux2i	35
nor2b	33
o21ai	30
a211oi	9
edfxtp	179
clkdlybuf4s50	87
xor2	11
nor2	64
nand3	12
a21oi	34
xnor2	13
ha	18
nand2	38
inv	64
## where the power goes
part | internal [mW] | leakage [nW] | switching, mW | total [mW]
sequential | 0.728 | 1.66 | 0.0135 | 0.741
combinational | 0.120 | 1.96 | 0.155 | 0.275
clock | 0.303 | 0.303 | 0.264 | 0.566
total | 1.15 | 3.92 | 0.433 | 1.58
No activity file was given, so power comes from the tool's default toggle rates.
