==> ./design.v <==
module Mux3(a2, a1, a0, s, b);
  parameter k = 1;
  input [k-1:0] a2, a1, a0;  
  input [2:0] s;  
  output [k-1:0] b;
  wire [k-1:0] b = ({k{s[0]}} & a0) |
		     ({k{s[1]}} & a1) |
		     ({k{s[2]}} & a2);
endmodule
module Mux_k_4_binary(a3, a2, a1, a0, sb, b);
  parameter k = 1 ;
  input [k-1:0] a3, a2, a1, a0;  
  input [1:0] sb;  
  output [k-1:0] b;
  wire [3:0] s;
  Dec #(2,4) de(sb, s);  
  Mux4 #(k) m(a3, a2, a1, a0, s, b); 
endmodule
module Mux4(a3, a2, a1, a0, s, b);
  parameter k = 1;
  input [k-1:0] a3, a2, a1, a0;  
  input [3:0] s;  
  output [k-1:0] b;
  wire [k-1:0] b =   ({k{s[0]}} & a0) |
		     ({k{s[1]}} & a1) |
		     ({k{s[2]}} & a2) |
		     ({k{s[3]}} & a3) ;
endmodule
module vDFFE(clk, en, in, out) ;
  parameter n = 1; 
  input clk, en ;
  input  [n-1:0] in ;
  output [n-1:0] out ;
  reg    [n-1:0] out ;
  wire   [n-1:0] next_out ;
  assign next_out = en ? in : out;
  always @(posedge clk)
    out = next_out;  
endmodule
module Dec(a, b) ;
  parameter n=2 ;
  parameter m=4 ;
  input  [n-1:0] a ;
  output [m-1:0] b ;
  wire [m-1:0] b = 1 << a ;
endmodule
module EqComp(a, b, eq) ;
  parameter k=8;
  input  [k-1:0] a,b;
  output eq;
  wire   eq;
  assign eq = (a==b) ;
endmodule
module PC(clk, reset_pc, load_pc, out);
    input reset_pc, load_pc, clk;
    output [8:0] out;
    wire [8:0] count, next_pc;
    vDFF #(9) counter(clk, out, count);  
    assign next_pc = reset_pc ? 9'b0 : count;
    vDFFE #(9) thisPC(clk, load_pc, next_pc, out);
endmodule
module vDFF(clk, in, out) ;
  parameter n = 1;   
  input clk ;
  input [n-1:0] in ;
  output [n-1:0] out ;
  reg [n-1:0] out ;
  always @(posedge clk)
    out = in + 1;
endmodule 
==> ./run.sh <==
#!/bin/bash
# OpenROAD 26Q1-2900-gdf79404cd8, Yosys 0.63+post, stock flow scripts
make -C /OpenROAD-flow-scripts/flow DESIGN_CONFIG=/design/flow/config.mk WORK_HOME=/design/flow/orfs finish
==> ./config.mk <==
export PLATFORM = sky130hd
export DESIGN_NAME = PC
export DESIGN_NICKNAME = PC
export VERILOG_FILES = /design/flow/design.v
export SDC_FILE = /design/flow/constraint.sdc
export NUM_CORES = 4
export LEC_CHECK = 1
export CORE_AREA = 10 10 71 71
export DIE_AREA = 0 0 81 81
==> ./constraint.sdc <==
current_design PC

set clk_period 1.5
set clk_io_pct 0.2

create_clock -name clk0 -period $clk_period [get_ports {clk}]

set non_clock_inputs [all_inputs -no_clocks]
set_input_delay [expr $clk_period * $clk_io_pct] -clock clk0 $non_clock_inputs
set_output_delay [expr $clk_period * $clk_io_pct] -clock clk0 [all_outputs]
==> impl_metrics.py <==
# Physical implementation metrics
metrics = {
    "final_timing": {
        "fin_crit_sh_pct": 96.9,
        "finalCriticalPeriod_ns": 1.45,
        "hold_ws_ns": 0.501,
        "skew_ns": 0.00149,
        "rsz0062_at_grt": "false",
        "setup_viol": 0,
        "slew_headroom_pct": 79.0,
        "max_freq_mhz": 688,
        "final_max_slew_viol_count": 0,
        "worst_pin_slew_ns": 0.314,
        "setup_tns_ns": 0,
        "hold_viol": 0,
    },
    "floorplan": {
        "core-area_sq_um": 3630,
        "dieArea_sq_um": 6560,
        "fp_util_pct": 17.4,
        "die_h_um": 81,
        "die_w_um": 81,
        "ios": 12,
        "rows": 22,
    },
    "cts": {
        "clockBufferDepth": 2,
        "cts-buffers-inserted": 3,
        "cts_resized": 0,
        "cts_root_buf": "clkbuf_8",
        "tritoncts": "built",
        "cts.sinks": 18,
        "h-tree-depth": 1,
        "path_clk_slew_ns": 0.06,
        "clk_latency_ns": 0.24,
    },
    "routing": {
        "routed_wl_mm": 1.12,
        "avgRoutedWirePerCell_um": 9.70,
        "viasPerCell": 3.37,
        "n_antenna_cell": 0,
        "vias": 388,
        "first_iter_violations": 6,
        "drc_errors": 0,
        "first_pass_iters": 4,
        "antenna_left": 0,
    },
    "critical_path": {
        "slowest_delay_ns": 0.50,
        "crit_path_cell_trace": "clkdlybuf4s50_1",
        "crit_family": "buffers and inverters",
        "cp_max_fo": 4,
        "crit_arrival_ns": 1.15,
        "rr_startpoint": "thisPC.out[0]",
        "crit_buf_inv": 1,
        "crit_path_end_kind": "primary output",
        "slowest_stage": "clkdlybuf4s50_1",
        "start_kind": "register",
        "path_class": "reg2out",
        "crit_required_ns": 1.20,
        "r2r_end": "counter.out[2]",
        "r2r_slack_ns": 0.35,
        "rr_worst_depth": 3,
    },
    "logic_synthesis": {
        "syn_inst": 44,
        "top_cell_area_share_pct": 42.9,
        "ys_area_sq_um": 631,
        "ys_types": 12,
        "synthTopCellsByCount": "dfxtp_1, edfxtp_1, nor2b_1",
        "yosys.area.top_type": "edfxtp_1",
        "synth-edff-count": 9,
        "ys_warn_count": 2,
        "synth_area_sq_um": 631,
        "numSynthFlops": 18,
        "synthArstFlopShare_pct": 0,
        "syn_area_per_cell_sq_um": 14.3,
        "topCellsByArea": "edfxtp_1, dfxtp_1, nor2b_1",
        "synth-main-ff-cell": "edfxtp_1",
        "ys_seq_share_pct": 71.4,
        "synth_stat.cells": 44,
    },
    "place": {
        "placed_area_sq_um": 808,
        "place_hpwl_um": 855,
        "portBuffers": 11,
        "routabilityCongestion": 0.706,
    },
    "pwr": {
        "power_density_nw_per_um2": 1140,
        "leakagePower_nw": 0.343,
        "vdd_ir_drop_max_uv": 774,
    },
    "run_status": {
        "status": "complete, no violations",
    },
    "finish": {
        "syn_to_final_growth_pct": 45.2,
        "drive_gt1_share_pct": 17.9,
        "fin_area_sq_um": 916,
    },
    "flow_run": {
        "cap_viol_max_count": 0,
        "warning_count": 25,
    },
    "global_route": {
        "grt_pass1_wl_mm": 1.77,
        "grt_usage_pct": 3.47,
        "grt_max_degree": 11,
        "grt-ovfl-total": 0,
        "antenna_found_initial": 0,
        "grt_pass1_vias": 352,
    },
    "hold_path": {
        "holdPathStages": 1,
        "worstHoldPathType": "reg2reg",
        "hold_path_end": "counter.out[8]",
        "holdCritStartpoint": "thisPC.out[8]",
    },
}
## final cells by class
class | instances | area, sq um
Sequential cell | 18 | 450
Fill cell | 383 | 2720
Timing Repair Buffer | 19 | 170
Clock buffer | 4 | 55.1
Tap cell | 48 | 60.1
Multi-Input combinational cell | 25 | 176
Inverter | 1 | 3.75
## report_power, final
group          switching [mW]  internal (mW)
Combinational          0.0332         0.0644
Clock                   0.138          0.232
Sequential             0.0157          0.557
## through the flow
stage	std cells	setup slack [ns]	utilization, %	total power [mW]
final	115	0.0465	25.2	1.04
after global placement	104	0.203	22.2	0.662
after detailed placement	104	0.187	22.2	0.665
after floorplan	44	0.532	-	0.608
after CTS	109	0.000589	24.0	1.04
after global routing	115	0.000500	25.2	1.10
## sequential cells by signal, indices dropped and copies added, names as in the netlist
name,cells
counter.out,9
thisPC.out,9
## what timing repair did
| action | 4_1_cts | 5_1_grt |
|---|---|---|
| setup endpoints to repair | 1 | 6 |
| hold buffers | 0 | 0 |
| gates cloned | 0 | 0 |
| buffers inserted | 1 | 6 |
## how the worst max path moves through the flow
stage                         start  endpoint  slack (ns)  cells past startpoint
after CTS             thisPC.out[2]    out[2]      0.0006                      1
final                 thisPC.out[1]    out[1]        0.05                      1
after global routing  thisPC.out[1]    out[1]      0.0005                      1
## cell families (layout without fill, tap and decap cells)
group / Yosys count / after routing / synth area share [%]
xor+xnor: 7 / 7 / 9.72
simple gates: 17 / 17 / 16.3
buf+inv: 1 / 24 / 0.595
flops: 18 / 18 / 71.4
fa+ha+maj: 1 / 1 / 1.98
## layout by cell type, fill, tap and decap left out
cell / Yosys / routed
clkdlybuf4s50_1: 0 / 11
nor2b_1: 9 / 9
dfxtp_1: 9 / 9
edfxtp_1: 9 / 9
buf_4: 0 / 8
xnor2_1: 6 / 6
clkbuf_8: 0 / 4
nand3_1: 3 / 3
nand4_1: 2 / 2
and4_1: 1 / 1
nand2_1: 1 / 1
and3_1: 1 / 1
xor2_1: 1 / 1
inv_1: 1 / 1
ha_1: 1 / 1
## routing by layer
| layer | vias to the layer above | share of wire (%) | global-route usage, % |
|---|---|---|---|
| met2 | 11 | 39 | 4.54 |
| met1 | 180 | 53 | 5.17 |
| met3 | 0 | 8.6 | 1.89 |
| met4 | 0 | 0 | 0.173 |
| li1 | 197 | - | - |
| met5 | - | 0 | 0 |
Power figures rest on the tool's default switching activity, not on a simulated workload.
